==> flow/design.v <==
module sdram_ctrl (
    input logic clk, 
    input logic clk_dram,  
    input logic rst,     
    input logic dll_locked,    
    output logic [12:0] dram_addr,  
    output logic [1:0] dram_bank,   
    output logic dram_cas_n,  
    output logic dram_ras_n,  
    output logic dram_cke,  
    output logic dram_clk,  
    output logic dram_cs_n,  
    inout tri [31:0] dram_dq,  
    output logic [3:0] dram_dqm,   
    output logic dram_we_n,  
    input logic [22:0] addr_i,  
    input logic [31:0] dat_i,  
    output logic [31:0] dat_o,  
    input logic we_i,  
    output logic ack_o,  
    input logic stb_i,  
    input logic cyc_i  
);
localparam Mode = 13'b0000000100000;  
typedef enum logic [5:0]{
    S_INIT,
    S_WAIT200,
    S_INIT_PRE,
    S_WAIT_INIT_PRE,
    S_INIT_REF,
    S_WAIT_INIT_REF,
    S_MODE_REG,
    S_WAIT_MODE_REG,
    S_DONE,
    S_IDLE,
    S_REFRESH,
    S_WAIT_REFRESH,
    S_ACT,
    S_WAIT_ACT,
    S_W0,
    S_W1,
    S_WPRE,
    S_R0,
    S_R1,
    S_R2,
    S_R3,
    S_RPRE,
    S_PRE,
    S_WAIT_PRE,
    S_ERROR
} state_t;
state_t        current_state, next_state;
localparam TRC_CNTR_C = 4'b0111;  
localparam RFSH_CNTR_C = 16'b0000001111101000;  
localparam TRCD_CNTR_C = 3'b001;  
localparam TRP_CNTR_C = 4'b0001;  
localparam WAIT_200_CNTR_C = 16'b0110100101111000;  
logic [22:0] addr_r;  
logic [12:0] dram_addr_r = 13'd0;  
logic [1:0] dram_bank_r = 2'd0;  
logic [31:0] dram_dq_r = 32'd0;  
logic dram_cas_n_r = 1'b0;  
logic dram_ras_n_r = 1'b0;  
logic dram_we_n_r  = 1'b0;  
logic [31:0] dat_o_r;  
logic ack_o_r;  
logic [31:0] dat_i_r;  
logic we_i_r;  
logic stb_i_r;  
logic oe_r;  
logic [3:0] init_pre_cntr;  
logic [3:0] trc_cntr;  
logic [3:0] trp_cntr;  
logic [15:0] rfsh_int_cntr;  
logic [2:0] trcd_cntr;  
logic [15:0] wait200_cntr;  
logic do_refresh;  
always_ff @(posedge clk) begin
    if (rst) begin
        addr_r  <= 23'd0;
        dat_i_r <= 32'd0;
        we_i_r  <= 1'b0;
        stb_i_r <= 1'b0;
    end else begin
        if (stb_i && cyc_i) begin
            addr_r  <= addr_i;
            dat_i_r <= dat_i;
            we_i_r  <= we_i;
            stb_i_r <= 1'b1;
        end else if (stb_i_r && current_state == S_ACT) begin
            stb_i_r <= 1'b0;
        end
    end
end
always_ff @(posedge clk) begin
    if (rst) 
        wait200_cntr <= 16'd0;
    else begin
        if(current_state == S_INIT)
            wait200_cntr <= WAIT_200_CNTR_C;
        else
            wait200_cntr <= wait200_cntr - 1;
    end
end
always_ff @(posedge clk) begin
    if (rst) 
        rfsh_int_cntr <= 16'd0;
    else begin
        if (current_state == S_WAIT_REFRESH) begin
            do_refresh <= 1'b0;
			rfsh_int_cntr <= RFSH_CNTR_C;
        end else if (!rfsh_int_cntr) begin
            do_refresh <= 1'b1;
        end else begin
            rfsh_int_cntr <= rfsh_int_cntr - 1;
        end
    end
end
always_ff @(posedge clk) begin
    if (rst) 
        trp_cntr <= 4'd0;
    else begin
        if (current_state == S_PRE || current_state == S_INIT_PRE) begin
            trp_cntr <= TRP_CNTR_C;
        end else begin
            trp_cntr <= trp_cntr - 1;
        end
    end
end
always_ff @(posedge clk) begin
    if (rst) 
        trc_cntr <= 3'd0;
    else begin
        if ((current_state == S_ACT)|| (current_state == S_MODE_REG)) begin
            trc_cntr <= TRC_CNTR_C;
        end else begin
            trc_cntr <= trc_cntr - 1;
        end
    end
end
always_ff @(posedge clk) begin
    if (rst) 
        trcd_cntr <= 3'd0;
    else begin
        if ((current_state == S_ACT) || (current_state == S_MODE_REG)) begin
            trcd_cntr <= TRCD_CNTR_C;
        end else begin
            trcd_cntr <= trcd_cntr - 1;
        end
    end
end
always_ff @(posedge clk) begin
    if (rst) 
        init_pre_cntr <= 4'd0;
    else begin
        if ((current_state == S_IDLE) || (current_state == S_INIT)) begin
            init_pre_cntr <= 4'd0;
        end else if ((current_state == S_INIT_REF) || (current_state == S_REFRESH)) begin
            init_pre_cntr <= init_pre_cntr + 1;
        end
    end
end
always_ff @(posedge clk) begin
    if (rst) 
        current_state <= S_INIT;  
    else begin
        current_state <= next_state;  
    end
end
always_comb begin
    next_state = current_state;  
    unique case (current_state)
        S_INIT            : next_state = S_WAIT200;
        S_WAIT200         : if (wait200_cntr == 16'd0) next_state = S_INIT_PRE; else next_state = S_WAIT200;
        S_INIT_PRE        : next_state = S_WAIT_INIT_PRE;
        S_WAIT_INIT_PRE   : if (trp_cntr == 4'd0) next_state = S_INIT_REF; else next_state = S_WAIT_INIT_PRE;
        S_INIT_REF        : next_state = S_WAIT_INIT_REF;
        S_WAIT_INIT_REF   : begin
                                if (trc_cntr == 4'd0) begin
                                    if (init_pre_cntr == 4'd8) next_state = S_MODE_REG;
                                    else                       next_state = S_INIT_REF;
                                end else begin
                                    next_state = S_WAIT_INIT_REF;
                                end
                            end
        S_MODE_REG        : next_state = S_WAIT_MODE_REG;
        S_WAIT_MODE_REG   : if (trcd_cntr == 3'd0) next_state = S_DONE; else next_state = S_WAIT_MODE_REG;
        S_DONE            : next_state = S_IDLE;
        S_IDLE            : begin
                                if (do_refresh)       next_state = S_REFRESH;
                                else if (stb_i_r)     next_state = S_ACT;
                                else                  next_state = S_IDLE;
                            end
        S_REFRESH         : next_state = S_WAIT_REFRESH;
        S_WAIT_REFRESH    : if (trc_cntr == 4'd0) next_state = S_IDLE; else next_state = S_WAIT_REFRESH;
        S_ACT             : next_state = S_WAIT_ACT;
        S_WAIT_ACT        : begin
                                if (trcd_cntr == 3'd0) begin
                                    if (we_i_r) next_state = S_W0;
                                    else        next_state = S_R0;
                                end
                            end
        S_W0              : next_state = S_WPRE;
        S_W1              : next_state = S_WPRE;
        S_WPRE            : next_state = S_PRE;
        S_R0              : next_state = S_R1;
        S_R1              : next_state = S_R2;
        S_R2              : next_state = S_R3;
        S_R3              : next_state = S_RPRE;
        S_RPRE            : next_state = S_PRE;
        S_PRE             : next_state = S_WAIT_PRE;
        S_WAIT_PRE        : if (trp_cntr == 4'd0) next_state = S_IDLE; else next_state = S_WAIT_PRE;
        default           : next_state = S_ERROR;
    endcase
end
always_ff @(posedge clk) begin
    if (rst) 
        ack_o_r <= 1'b0;
    else begin
        if (current_state == S_WAIT_PRE) begin
            ack_o_r <= 1'b0;
        end else if ((current_state == S_RPRE)|| (current_state == S_WPRE)) begin
            ack_o_r <= 1'b1;
        end
    end
end
always_ff @(posedge clk) begin
    if (rst) begin
        dat_o_r <= 32'd0;
        dram_dq_r <= 32'd0;
        oe_r <= 1'b0;
    end else begin
        if (current_state == S_W0) begin
            dram_dq_r <= dat_i_r;  
            oe_r <= 1'b1;  
        end else if (current_state == S_R2) begin
            dat_o_r <= dram_dq;  
            dram_dq_r <= 32'd0;  
            oe_r <= 1'b0;  
        end else begin
            dram_dq_r <= 32'd0;
            oe_r <= 1'b0;
        end
    end
end
always_ff @(posedge clk) begin
    if (current_state == S_MODE_REG) begin
        dram_addr_r <= Mode;
    end else if (current_state == S_INIT_PRE || current_state == S_PRE) begin
        dram_addr_r <= 13'b0010000000000;  
    end else if (current_state == S_ACT) begin
        dram_addr_r <= {2'b00, addr_r[20:10]};  
        dram_bank_r  <= addr_r[22:21];
    end else if (current_state == S_W0 || current_state == S_R0) begin
        dram_addr_r <= {3'b000, addr_r[9:0]};  
        dram_bank_r <= addr_r[22:21];
    end else begin
        dram_addr_r <= 13'd0;
        dram_bank_r <= 2'b00;
    end
end
always_ff @(posedge clk) begin 
    if(current_state == S_INIT) begin
        dram_dqm <= 4'b1111;  
    end else if (current_state == S_DONE) begin
        dram_dqm <= 4'b0000;  
    end 
    if(current_state == S_INIT_PRE || current_state == S_INIT_REF || current_state == S_PRE ||
	   current_state == S_MODE_REG || current_state == S_REFRESH || current_state == S_ACT) begin
        dram_ras_n_r <= 1'b0;
    end else begin
        dram_ras_n_r <= 1'b1;
    end  
    if(current_state == S_R0 || current_state == S_W0 || current_state == S_INIT_REF || current_state == S_MODE_REG) begin
        dram_cas_n_r <= 1'b0;
    end else begin
        dram_cas_n_r <= 1'b1;
    end  
    if(current_state == S_INIT_PRE || current_state == S_PRE || current_state == S_W0 || current_state == S_MODE_REG) begin
        dram_we_n_r <= 1'b0;
    end else begin
        dram_we_n_r <= 1'b1;
    end
end
assign dram_addr   = dram_addr_r;
assign dram_bank   = dram_bank_r;
assign dram_cas_n  = dram_cas_n_r;
assign dram_ras_n  = dram_ras_n_r;
assign dram_we_n   = dram_we_n_r;
assign dram_dq     = oe_r ? dram_dq_r : 32'bz;
assign dat_o       = dat_o_r;
assign ack_o       = ack_o_r;
assign dram_cke    = 1'b1;
assign dram_cs_n   = ~dll_locked;
assign dram_clk    = clk_dram;
endmodule
==> flow/run.sh <==
#!/bin/bash
# OpenROAD 26Q1-2900-gdf79404cd8, Yosys 0.63+post, stock flow scripts
make -C /OpenROAD-flow-scripts/flow DESIGN_CONFIG=/design/flow/config.mk WORK_HOME=/design/flow/orfs finish
==> flow/config.mk <==
export PLATFORM = sky130hd
export DESIGN_NAME = sdram_ctrl
export DESIGN_NICKNAME = sdram_ctrl
export VERILOG_FILES = /design/flow/design.v
export SDC_FILE = /design/flow/constraint.sdc
export NUM_CORES = 4
export LEC_CHECK = 1
export CORE_UTILIZATION = 40
==> flow/constraint.sdc <==
current_design sdram_ctrl

set clk_period 4.8
set clk_io_pct 0.2

create_clock -name clk0 -period $clk_period [get_ports {clk}]

set non_clock_inputs [all_inputs -no_clocks]
set_input_delay [expr $clk_period * $clk_io_pct] -clock clk0 $non_clock_inputs
set_output_delay [expr $clk_period * $clk_io_pct] -clock clk0 [all_outputs]
==> changes_impl.md <==
### Changed

* Yosys cell types at about 53
* Root Driver: clkbuf_16
* Post-Syn Area at 7470 µm²
* CTS Buffer Depth at 3
* Mean area per synthesized cell at around 9 µm²
* FP Rows at around 49
* Die height at between 100 and 150 µm
* CTS buffer count at 23
* Yosys stat chip area at between 7000 and 8000 µm²
* Seq/Total Area, Yosys at a little under three fifths
* Top FF cell, synth: dfxtp_1
* Synth warn at 2
* Last stage: clock tree synthesis
* Post-cts resize count at 0
* Err: [error] [KeplerFormal.cpp:679] Workflow failed: Iso has multiple drivers: .dram_dq0, dram_dq[0]$_SDFF_PN0_.Q0
* Syn Inst Count at approximately 840
* Die width at about 140 µm
* Initial Util at about 41%
* PortBufs at between 100 and 150
* Clk sinks at 210
* Post-synth EDFFs at 3
* H-tree depth at 1
* RePlAce Congestion at between 0.7 and 0.8
* Area share, top type at between 50% and 60%
* Hpwl dp at between 10 and 15 mm
* Largest area contributor in the netlist: dfxtp_1
* Outcome: did not finish
* Boundary Pins at 152
* FFs w/ async S/R, synth at 0%
* Hold buffer count at cts at 0
* Top cells by area, synth: dfxtp_1, nand2_1, a21oi_1, and2_1, nor2_1
* Postcts setup bufs at 0
* Synth Register Bits at between 200 and 250
* Placed cell count at 1,136
* Yosys Instances at around 840
[synth_stat cells, drive strengths merged, types with 2 or more instances]
cell type and n:
conb 2, a22oi 9, a311oi 4, a31oi 3
nand4 4, and2 37, o31ai 5, nor2b 11
edfxtp 3, or3 9, ha 10, a211oi 3
or2 4, xnor2 9, nand3b 3, nand2b 5
nand3 4, nor3 12, inv 17, or4 5
nand2 193, nor4 8, o21ai 7, nand4b 3
nor2 56, xor2 11, dfxtp 207, clkbuf 35
a21oi 124, nor3b 2, buf 19
[logic make-up after synthesis]
kind of cell    share of synthesized area [%]
simple gates                             23.0
xor+xnor                                 2.34
buf+inv                                  4.12
other cells                             0.101
fa+ha+maj                                1.67
compound gates                           12.1
flops                                    56.7
[per-stage QoR]
step	instance area [µm²]	utilization, %	setup slack (ns)	hold slack [ns]
floorplan	7480	-	2.77	0.402
global placement	8720	48.1	1.98	0.424
detailed placement	8720	48.1	1.99	0.423
